**flow/config.mk**
```make
export PLATFORM = sky130hd
export DESIGN_NAME = Code2Inst
export DESIGN_NICKNAME = Code2Inst
export VERILOG_FILES = /design/flow/design.v
export SDC_FILE = /design/flow/constraint.sdc
export NUM_CORES = 4
export LEC_CHECK = 1
export CORE_UTILIZATION = 30
```
**flow/constraint.sdc**
```tcl
current_design Code2Inst

set clk_period 5.4
set clk_io_pct 0.2

create_clock -name clk0 -period $clk_period

set non_clock_inputs [all_inputs -no_clocks]
set_input_delay [expr $clk_period * $clk_io_pct] -clock clk0 $non_clock_inputs
set_output_delay [expr $clk_period * $clk_io_pct] -clock clk0 [all_outputs]
```
**flow/design.v**
```verilog
`timescale 1ns / 1ps
module Code2Inst (
    input[31:0] code,
    output reg [19*8-1:0] inst
);
    wire[3*8-1:0] INST_rd ={"x", num2str({3'b000,code[11]}), num2str(code[10:7])};            
    wire[3*8-1:0] INST_rs1 ={"x", num2str({3'b000,code[19]}), num2str(code[18:15])};            
    wire[3*8-1:0] INST_rs2 ={"x", num2str({3'b000,code[24]}), num2str(code[23:20])};  
    wire[3*8-1:0] imm_12 ={num2str(code[31:28]), num2str(code[27:24]), num2str(code[23:20])};
    wire[3*8-1:0] Simm_12 ={num2str(code[31:28]), num2str({code[27:25],code[11]}), num2str(code[10:7])};
    wire[4*8-1:0] SBim_12 ={num2str(code[31]),num2str({ code[7],code[30:28]}), num2str({code[27:25],code[11]}), num2str({code[10:8],1'b0})};
    wire[6*8-1:0] UJim_20 ={num2str(code[31]),num2str(code[19:16]),num2str(code[15:12]),num2str({code[20],code[30:28]}), num2str(code[27:24]), num2str({code[23:21],1'b0})};
    wire[5*8-1:0] Uimm_20 ={num2str(code[31:28]),num2str(code[27:24]),num2str(code[23:20]), num2str(code[19:16]), num2str(code[15:12])};
    wire[13*8-1:0] R_Type = {" ", INST_rd,",", INST_rs1,",",INST_rs2, " "};          
    wire[13*8-1:0] I_Type = {" ", INST_rd,",", INST_rs1,",", imm_12, "H"};           
    wire[13*8-1:0] S_Type = {" ", INST_rs1,",", INST_rs2,",", Simm_12, "H"};         
    wire[13*8-1:0] SB_Type = {" ",INST_rs1,",", INST_rs2,",", SBim_12};              
    wire[13*8-1:0] UJ_Type = {" ",INST_rd,",", UJim_20, "H "};                       
    wire[13*8-1:0] U_Type = {" ", INST_rd,",", Uimm_20, "H  "};                      
    always @* begin 
        if(code==32'h00000000) inst = "nop DStall:lw 00   ";
        else if(code==32'h00000013) inst = "nop JStall:addi0   ";
        else 
        case(code[6:2])                                              
            5'b01100:begin
                case({code[14:12],code[30]})                         
                    4'b0000: inst = {" add",R_Type, "  "};
                    4'b0001: inst = {" sub",R_Type, "  "};
                    4'b1110: inst = {" and",R_Type, "  "};
                    4'b1100: inst = {" or",R_Type, "   "};
                    4'b0100: inst = {" slt",R_Type, "  "};
                    4'b0110: inst = {" sltu",R_Type, " "};
                    4'b1010: inst = {" srl",R_Type, "  "};
                    4'b1000: inst = {" xor",R_Type, "  "};
                    4'b0010: inst = {" sll",R_Type, "  "};
                    default: inst = "illegal instruction";           
                    endcase
            end
            5'b00000: inst = {" lw",I_Type, "   "};
            5'b01000: inst = {" sw",S_Type, "   "};
            5'b11000: begin
                case(code[14:12])
                    3'b000: inst = {"beq",SB_Type, "   "};
                    3'b001: inst = {"bne",SB_Type, "   "};
                    3'b100: inst = {"blt",SB_Type, "   "};
                    default: inst = "illegal instruction";           
                endcase
            end
            5'b11011: inst = {"jal", UJ_Type, "  "};
            5'b11001: inst = {"jalr", I_Type, "  "};
            5'b00100: begin 
                case(code[14:12])                                    
                    3'b000: inst = {"addi", I_Type, "  "};
                    3'b111: inst = {"andi", I_Type, "  "};
                    3'b110: inst = {"ori", I_Type, "  "};
                    3'b010: inst = {"slti", I_Type, "  "};
                    3'b011: inst = {"sltiu", I_Type};
                    3'b101: inst = {"srli", I_Type, "  "};
                    3'b001: inst = {"slli", I_Type, "  "};
                    3'b100: inst = {"xori", I_Type, "  "};
                    default: inst = "illeillegal instruction";       
                endcase
            end
            5'b01101: inst = {"lui", U_Type, "  "};
            default:  inst = "illegal instruction";                  
        endcase  
    end
    function [7:0] num2str;
		input [3:0] number;
		begin
			if (number < 10)
				num2str = "0" + number;
			else
				num2str = "A" - 10 + number;
		end
	endfunction
endmodule
```
**flow/run.sh**
```bash
#!/bin/bash
# OpenROAD 26Q1-2900-gdf79404cd8, Yosys 0.63+post, stock flow scripts
make -C /OpenROAD-flow-scripts/flow DESIGN_CONFIG=/design/flow/config.mk WORK_HOME=/design/flow/orfs finish
```
==> impl_metrics.py <==
# Metrics from the implementation run
metrics = {
    "status": {
        "status": "finished, final reports clean",
    },
    "synth": {
        "synthCells": 772,
        "yosysUniqueCellTypes": 73,
        "ys_area_um2": 4698,
        "ys_cells": 772,
        "ys_seq_share": 0,
        "top_cells_by_count": "75 x nor2_1, 73 x a21oi_1, 58 x nand2_1, 54 x o21ai_0, 52 x clkbuf_1",
        "top_cell_area_share": 0.07776,
        "synth.avg_cell_area_um2": 6.086,
        "topCellsByArea": "a21oi_1 7.8%, nor2_1 6.0%, ha_1 5.9%, o21ai_0 5.8%, buf_4 4.8%",
        "ys.warnings.count": 1,
        "syn_area_um2": 4698,
        "top_cell": "nor2_1",
        "yosys.area.top_type": "a21oi_1",
    },
    "drt": {
        "routedWlPerCell_um": 27.14,
        "remaining_drc_errors": 0,
        "num_antenna_cells": 0,
        "first_iter_violations": 1086,
        "viasPerCell": 6.368,
        "vias": 7712,
        "drtAntennaViolNets": 0,
        "routed_wl_mm": 32.86,
        "first_pass_iters": 7,
    },
    "global_routing": {
        "grt_pass1_vias": 7240,
        "overflow": 0,
        "grt_pass1_wl_mm": 47.04,
        "track_usage": 0.4020,
        "grt_max_degree": 23,
        "antenna_found_initial": 1,
    },
    "cts": {
        "holdBufCountCts": 0,
        "postCtsSetupRepairBufs": 0,
        "post_cts_resized": 0,
    },
    "worst_setup_path": {
        "path_class": "input port to output pin",
        "crit_start": "code[25]",
        "arrival_ns": 4.12,
        "start_kind": "input port",
        "required_ns": 4.32,
        "worstSetupEndpointType": "output pin",
        "worstPathMaxFanout": 7,
    },
    "die": {
        "chipArea_um2": 16170,
        "core_area_um2": 15260,
        "initial_core_util": 0.3079,
        "die_w_um": 127.1,
        "rows": 45,
        "pin_count": 184,
        "die_y_um": 127.1,
    },
    "power_and_ir_drop": {
        "leakage_nw": 2.857,
        "peakVddDrop_mv": 0.03671,
        "p_per_area_nw_per_um2": 78.26,
    },
    "sta": {
        "worstMarginPinSlew_ns": 0.8552,
        "setup_ws_ns": 0.2024,
        "timing.final.crit_period_ns": 5.198,
        "relSlewSlack": 0.4238,
        "setup_viol": 0,
        "fin_crit_sh": 0.9625,
        "tns_ns": 0,
        "max_freq_mhz": 192.4,
        "slew_viol_final": 0,
        "hold_viol": 0,
        "grt_setup_unrepaired": "no",
        "fin_hold_ws_ns": 3.399,
    },
    "min_path": {
        "worstHoldStart": "code[19]",
        "hold_path.class": "input port to output pin",
    },
    "placed_design": {
        "dp_slack_ns": 0.3189,
        "dp_hpwl_mm": 26.00,
        "place.gp.congestion": 1.142,
        "io_buffers": 158,
    },
    "final_layout": {
        "area_delta_synth_final_pct": 55.13,
        "seq_cell_count": 0,
        "fillers": 1622,
        "logic_area_um2": 4160,
        "drive_above_1_share": 0.1670,
        "postLayoutCoreUtil": 0.4777,
        "regArea_um2": 0,
        "clkbuf_count": 0,
    },
    "run": {
        "cap_violations": 0,
        "warning_count": 41,
    },
}
## stage by stage
step / std cells / total power [mW] / cell area (µm²)
6_report: 1211 / 0.5704 / 7288
5_1_grt: 1211 / 0.5977 / 7288
4_1_cts: 1211 / 0.5503 / 7288
3_5_place_dp: 1211 / 0.5464 / 7288
3_3_place_gp: 1211 / 0.5536 / 7288
2_1_floorplan: 796 / 0.2350 / 4788
## cells in the final DEF, fill, tap and decap left out, types with 6 or more instances in the layout
master             n
buf_4            141
a222oi_1           7
xnor2_1           13
nand3_1           30
nor2_1            74
a21boi_0           6
a21o_1             6
a221oi_1          11
nand2_1           58
ha_1              22
and4b_1            6
o2111ai_1         13
o221ai_1          11
conb_1            26
a211oi_1          14
clkdlybuf4s50_1  158
o21ai_1            6
a22oi_1           11
o211ai_1          17
nor2b_1           18
nand2b_1           9
o21ai_0           54
inv_1             32
a31oi_1           23
a21oi_1           73
nor3_1            21
a2111oi_0          8
o21a_1             7
nand4_1           13
o22ai_1           10
## critical path: stages
cell             delay (ns)
clkdlybuf4s50_1        0.49
inv_1                  0.17
ha_1                   0.17
nor4bb_1               0.42
nand4_1                0.15
buf_4                  0.18
nor3_4                 0.33
buf_4                  0.24
nor3_1                 0.09
buf_4                  0.16
nand3_1                0.13
clkdlybuf4s50_1        0.49
## routing by layer
| metal | routed length, µm | global-route usage | vias up | part of all wire |
|---|---|---|---|---|
| met1 | 13370 | 0.5565 | 3541 | 0.41 |
| met3 | 4687 | 0.1404 | 130 | 0.14 |
| met4 | 1634 | 0.1583 | 0 | 0.050 |
| met5 | 0 | 0 | - | 0 |
| met2 | 13170 | 0.5682 | 688 | 0.40 |
| li1 | - | - | 3353 | - |
## final cells by class
class                           count  area share
Tap cell                          211     0.03622
Multi-Input combinational cell    663      0.5708
Inverter                           33     0.01700
Timing Repair Buffer              304      0.3760
## final timing paths
check	to	slack, ns	cells past startpoint
worst max-delay path	inst[75]	0.20	12
worst min-delay path	inst[64]	3.40	5
## cell families (layout without fill, tap and decap cells)
logic type               Yosys count  after routing  share of synthesized area
adder cells (fa/ha/maj)           22             22                    0.05859
other                              2             26                   0.001598
buffers and inverters            133            337                     0.1356
AND/OR/NAND/NOR                  281            281                     0.3145
XOR/XNOR                          16             16                    0.02983
multiplexers                       7              7                    0.01545
AND-OR/OR-AND                    311            311                     0.4445
## where the power goes
part	internal, mW	leakage [nW]	switching (mW)
logic	0.259	2.86	0.311
clock network	0	0	0
registers	0	0	0
Power and IR drop assume default switching activity.
